==> flow/config.mk <==
export PLATFORM = sky130hd
export DESIGN_NAME = hazard_detection_unit
export DESIGN_NICKNAME = hazard_detection_unit
export VERILOG_FILES = /design/flow/design.v
export SDC_FILE = /design/flow/constraint.sdc
export NUM_CORES = 4
export LEC_CHECK = 1
export CORE_AREA = 10 10 70 70
export DIE_AREA = 0 0 80 80
==> flow/constraint.sdc <==
current_design hazard_detection_unit

set clk_period 1.7
set clk_io_pct 0.2

create_clock -name clk0 -period $clk_period

set non_clock_inputs [all_inputs -no_clocks]
set_input_delay [expr $clk_period * $clk_io_pct] -clock clk0 $non_clock_inputs
set_output_delay [expr $clk_period * $clk_io_pct] -clock clk0 [all_outputs]
==> flow/design.v <==
module hazard_detection_unit
   (
      input  wire         IDEX_MemRead,
      input  wire [5-1:0] IDEX_Rd,
      input  wire [5-1:0] IFID_Rs1,
      input  wire [5-1:0] IFID_Rs2,
      input  wire         global_enable,
      output reg          NopOut,
      output reg          IFID_write,
      output reg          PC_write
   );
reg [2-1:0] temp_NopOut;
reg [2-1:0] temp_IFID_write;
reg [2-1:0] temp_PC_write;
always @(*) begin
    if( (IDEX_MemRead) && ( (IDEX_Rd == IFID_Rs1) || (IDEX_Rd == IFID_Rs2)  ) ) begin
        temp_NopOut = 1'd1;
        temp_IFID_write = 1'd0;
        temp_PC_write = 1'd0;
    end
    else begin
        if(global_enable) begin
            temp_NopOut = 1'd0;
            temp_IFID_write =1'd1;
            temp_PC_write = 1'd1;
        end
        else begin
            temp_NopOut = 1'd0;
            temp_IFID_write =1'd0;
            temp_PC_write = 1'd0;
        end
    end
end
assign NopOut = temp_NopOut;
assign IFID_write = temp_IFID_write;
assign PC_write = temp_PC_write;
endmodule
==> flow/run.sh <==
#!/bin/bash
# OpenROAD 26Q1-2900-gdf79404cd8, Yosys 0.63+post, stock flow scripts
make -C /OpenROAD-flow-scripts/flow DESIGN_CONFIG=/design/flow/config.mk WORK_HOME=/design/flow/orfs finish
==> out/results.ini <==
[drt]
drtPass1Iterations = 1
vias_per_cell = 2.33
num_vias = 193
antennaDiodeCount = 0
wl_per_cell_um = 9.02
detail-route-antenna-nets = 0
drc = 0
drtIter0Drc = 0
routed_wl_um = 749

[floorplan]
core_area_um2 = 3420
die_x_um = 80
fp_util = 0.0388
die_y_um = 80
chip_area_um2 = 6400
num_rows = 21
num_io_pins = 20

[setup_path]
cp-endpoint = IFID_write
startpoint = IDEX_MemRead
worstPathMaxFanout = 2
cp_slowest_cell = clkdlybuf4s50_1
crit_type = in2out
cp.required_ps = 1360
path_cells = clkdlybuf4s50_1, nand2_1, o221a_1, buf_2
cpPeakStageDelay_ps = 480
critPathArrivalTime_ps = 1290
cp-start-kind = input port
crit_path_end_kind = output port

[finish]
syn_to_final_growth_pct = 182
clkbuf_count = 0
regArea_um2 = 0
design.seq.count = 0
final_cells = 83
drive_gt1_frac = 0.162
design_area_um2 = 374
n_fill_cell = 413

[place]
place_ws_ps = -530
dpl-instance-area_um2 = 390
port_buffers = 20
globalplace.congestion = 0.735
post-dp-hpwl_um = 743
place_inst = 83

[yosys]
topCellsByArea = xnor2_1, nand4_1, o221a_1
synthAoiAreaFrac = 0.132
synth-adder-area-share = 0
syn_area_um2 = 133
ys_seq_frac = 0
logic_family = XOR/XNOR gates
ys_chip_area_um2 = 133
yosysCellCount = 17
ys_types = 6
top_area_cell = xnor2_1
top_area_frac = 0.660
syn_inst = 17
yosys_warnings = 4
muxShareOfSynthArea = 0
synthXorXnorAreaFrac = 0.660
synthSimpleGateAreaFrac = 0.151
syn-mean-instance-area_um2 = 7.80

[pwr]
p_total_uw = 72.7
powerDensity_nw_per_um2 = 194
worst_ir_drop_vdd_v = 0.0000385
p_leak_nw = 0.134

[grt]
grt_max_degree = 3
grt_pass1_wl_mm = 1.11
antenna_found_initial = 0
grt_pass1_vias = 219
grt_util_all_layers = 0.0224
overflow = 0

[final_timing]
min_period_ps = 1630
setup-violations-final = 0
whs_ps = 1230
layout_setup_ws_ps = 71.9
tightest_slew_ps = 144
period_used_share = 0.958
slew_headroom = 0.903
max_clock_freq_mhz = 614
hold_viol_final = 0
slew_viol_final = 0
rsz0062_at_grt = false

[job]
tool_warnings = 32
cap_violations = 0

[status]
status = finished clean

[worst_hold_path]
min_path_type = in2out

[clocking]
postCtsHoldBufs = 0

==> placed cells by master, fill, tap and decap left out <==
| cell | Yosys | layout |
|---|---|---|
| buf_2 | 0 | 3 |
| buf_4 | 1 | 1 |
| clkdlybuf4s15_1 | 0 | 6 |
| clkdlybuf4s15_2 | 0 | 1 |
| clkdlybuf4s50_1 | 0 | 2 |
| dlygate4sd2_1 | 0 | 8 |
| nand2_1 | 2 | 2 |
| nand4_1 | 2 | 2 |
| o221a_1 | 1 | 1 |
| o22ai_1 | 1 | 1 |
| xnor2_1 | 10 | 9 |
| xnor2_2 | 0 | 1 |
==> per-stage QoR <==
| stage | setup TNS, ps | util |
|---|---|---|
| after floorplan | 0 | - |
| after global placement | -1520 | 0.114 |
| after detailed placement | -1510 | 0.114 |
| after CTS | 0 | 0.110 |
| after global routing | 0 | 0.110 |
| final | 0 | 0.110 |
==> worst min path at each step <==
stage,from,end,slack (ps),cells past startpoint
after CTS,IDEX_Rd[2],NopOut,1250,5
after global routing,IDEX_Rd[2],NopOut,1270,5
final,IDEX_Rd[2],NopOut,1230,5
==> where the power goes <==
group / total, mW / leakage, nW / internal (mW) / switching (mW)
logic: 0.0727 / 0.134 / 0.0473 / 0.0253
registers: 0 / 0 / 0 / 0
clock network: 0 / 0 / 0 / 0
total: 0.0727 / 0.134 / 0.0473 / 0.0253
==> worst max-delay path, delay by kind of cell <==
kind            cells  cell delay, ps
compound gates      1             270
simple gates        1              70
buf+inv             2             610
==> final cells by class <==
type | instances | area [um^2] | area share
well taps | 46 | 57.6 | 0.154
repair buffers | 21 | 184 | 0.492
multi-input cells | 16 | 133 | 0.355
==> cells in the mapped netlist <==
library cell and number:
nand2_1 2, nand4_1 2, xnor2_1 10, o22ai_1 1, buf_4 1, o221a_1 1
==> per-layer routing <==
metal,GRT usage,up-vias,part of all wire
met2,0.0449,6,0.57
li1,-,99,-
met5,0,-,0
met4,0,0,0
met3,0.0102,0,0.10
met1,0.0211,88,0.32
==> cell families (layout without fill, tap and decap cells) <==
| group | Yosys count | after routing |
|---|---|---|
| buffers and inverters | 1 | 21 |
| AND/OR/NAND/NOR | 4 | 4 |
| AND-OR/OR-AND | 2 | 2 |
| XOR/XNOR | 10 | 10 |
==> what timing repair did <==
item                                    in CTS  in global routing
endpoints found under the setup margin       3                  0
endpoints found under the hold margin        0                  0
gates resized                               35                  0
setup buffers                                1                  0
No activity file was given, so power comes from the tool's default toggle rates.
